<file path="design/flow/config.mk">
export PLATFORM = sky130hd
export DESIGN_NAME = sun
export DESIGN_NICKNAME = sun
export VERILOG_FILES = /design/flow/design.v
export SDC_FILE = /design/flow/constraint.sdc
export NUM_CORES = 4
export LEC_CHECK = 1
export CORE_UTILIZATION = 30
</file>
<file path="design/flow/constraint.sdc">
current_design sun

set clk_period 158.8
set clk_io_pct 0.2

create_clock -name clk0 -period $clk_period [get_ports {pclk}]

set non_clock_inputs [all_inputs -no_clocks]
set_input_delay [expr $clk_period * $clk_io_pct] -clock clk0 $non_clock_inputs
set_output_delay [expr $clk_period * $clk_io_pct] -clock clk0 [all_outputs]
</file>
<file path="design/flow/design.v">
module sun(
    pclk,
    psels,
    penables,
    pwrites,
    paddrs,
    pwdatas,
    prdatas,
    preadys
);
input pclk;
input psels;
input penables;
input pwrites;
input [31:0] paddrs;
input [31:0] pwdatas;
output [31:0] prdatas;
output preadys;
reg pready_temp = 1'b0;
reg [7:0] control = 8'h00;
reg [7:0] status;
reg [7:0] threshold;
reg [15:0] xmax;
reg [15:0] ymax;
reg [15:0] xcount;
reg [15:0] ycount;
reg [7:0] access_state = 8'h01;
reg [7:0] calc_state = 8'h00;
reg [31:0] op_temp;
reg[31:0] sum_accum_x;
reg[31:0] sum_accum_y;
reg[31:0] I_Data;
reg[31:0] I_Data_temp;
reg[31:0] I_total;
reg[31:0] ans;
reg[31:0] h;
reg[31:0] k;
always @(posedge pclk) begin
    if(psels == 1'b1) begin
        if(penables == 1'b1) begin
            if(access_state == 8'h02) begin
                if(paddrs[7:0] == 8'h00) begin
                    control <= pwdatas[7:0];
                    access_state <= 8'h61;
                    calc_state <= 8'h01;
                end
                else if(paddrs[7:0] == 8'h01) begin
                    threshold <= pwdatas[7:0];
                    access_state <= 8'h61;
                end
                else if(paddrs[7:0] == 8'h02) begin
                    xmax <= pwdatas[7:0];
                    access_state <= 8'h61;
                end
                else if(paddrs[7:0] == 8'h03) begin
                    ymax <= pwdatas[7:0];
                    access_state <= 8'h61;
                end
                else if(paddrs[7:0] == 8'h04) begin
                    I_Data_temp <= pwdatas[7:0];
                    access_state <= 8'h61;
                    calc_state <= 8'h04;
                    status <= 8'h03;
                end 
                else begin
                    access_state <= 8'h01;
                end
            end
            else if(access_state == 8'h03) begin
                if(paddrs[7:0] == 8'h05) begin
                    op_temp[7:0] <= status;
                end
                else if(paddrs[7:0] == 8'h06) begin
                    op_temp <= sum_accum_x;
                end
                else if(paddrs[7:0] == 8'h07) begin
                    op_temp <= sum_accum_y;
                end
                else if(paddrs[7:0] == 8'h08) begin
                    op_temp <= h;
                end
                else if(paddrs[7:0] == 8'h09) begin
                    op_temp <= k;
                end
                else if(paddrs[7:0] == 8'h01) begin
                    op_temp[7:0] <= threshold;
                end
                access_state <= 8'h01;
            end
        end
        else begin
            if(access_state == 8'h02)
                access_state <= 8'h01;
            else if(access_state == 8'h03)
                access_state <= 8'h01;
        end
        if(access_state == 8'h01) begin 
            if(psels == 1'b1) begin
                if(pwrites == 1'b1) begin
                    access_state <= 8'h02;
                end
                else begin
                    access_state <= 8'h03;
                end
            end
        end
    end
        if(access_state == 8'h61) begin
            pready_temp <= 1'b1;
            access_state <= 8'h62;
        end
        else if(access_state == 8'h62) begin
            pready_temp <= 1'b0;
            access_state <= 8'h01;
        end
        if(calc_state == 8'h01) begin
            if(control == 8'h01) begin
                sum_accum_x <= 32'h00000000;
                sum_accum_y <= 32'h00000000;
                xcount <= 16'h0000;
                ycount <= 16'h0000;
                status <= 8'h01;
                I_total <= 32'h00000000;
                calc_state <= 8'h00;
            end
        end
        else if(calc_state == 8'h04) begin
            I_Data <= (I_Data_temp > threshold) ? I_Data_temp: 8'h00;
            calc_state <= 8'h05;
        end
        else if(calc_state == 8'h05) begin
            sum_accum_x <= sum_accum_x + I_Data * (xcount+1);
            sum_accum_y <= sum_accum_y + I_Data * (ycount+1);
            I_total <= I_total + I_Data;
            calc_state <= 8'h06;
        end
        else if(calc_state == 8'h06) begin
            xcount <= xcount + 16'h0001;
            calc_state <= 8'h07;
        end
        else if(calc_state == 8'h07) begin
            if(xcount == xmax) begin
                calc_state <= 8'h03;
            end
            else begin
                status <= 8'h02;
                calc_state <= 8'h00;
            end
        end
        else if(calc_state == 8'h03) begin
            ycount <= ycount + 1;
            xcount <= 0;
            calc_state <= 8'h09;
        end
        else if(calc_state == 8'h09) begin
            if(ycount == ymax) begin
                calc_state <= 8'h08;
            end
            else begin
                status <= 8'h02;
                calc_state <= 8'h00;
            end
        end
        else if(calc_state == 8'h08) begin
            h <= sum_accum_x / I_total;
            k <= sum_accum_y / I_total;
            status <= 8'h48;
            calc_state <= 8'h00;
        end
end
assign prdatas = op_temp;
assign preadys = pready_temp;
endmodule
</file>
<file path="design/flow/run.sh">
#!/bin/bash
# OpenROAD 26Q1-2900-gdf79404cd8, Yosys 0.63+post, stock flow scripts
make -C /OpenROAD-flow-scripts/flow DESIGN_CONFIG=/design/flow/config.mk WORK_HOME=/design/flow/orfs finish
</file>
==> flow_summary.yaml <==
# yosys + openroad results
clock_network:
  tritoncts: "built"
  cts-htree-levels: 2
  cts_buffers: 39
  clk_latency_ns: 0.62
  clk_path_buf_depth: 3
  cts_hold_buf: 0
  cts_setup_buffers: 0
  clk_pin_slew_ns: 0.06
  ctsResizeCount: 0
  cts_sinks: 297
  cts_root_buf: "clkbuf_16"
final_timing:
  setup_viol: 0
  slew_violations: 0
  fin_tns_setup_ns: 0
  grt_setup_unrepaired: "no"
  finalCriticalPeriod_ns: 91.40
  setup_ws_ns: 67.40
  hold_viol_final: 0
  fmax_mhz: 10.9
  clock_skew_ns: 0.0417
  worst_pin_slew_ns: 1.38
  period_used_pct: 57.6
  slew_headroom_pct: 7.52
yosys:
  yosys-top-cells-area: "ha_1 19%, edfxtp_1 10%, fa_1 5.8%"
  synth_seq_share_pct: 11.1
  async_reset_ff_share_pct: 0
  top_cell_area_share_pct: 18.8
  synth-main-ff-cell: "edfxtp_1"
  syn_area_sq_um: 78300
  yosys_warnings: 1
  edf_count: 272
  ys_chip_area_sq_um: 78300
  synth_stat.cells: 10400
  avgSynthCellArea_sq_um: 7.52
  top_area_cell: "ha_1"
  synth_cells: 10400
  numSynthFlops: 297
  synth_cell_types: 117
min_path:
  hold_start: "access_state[4]$_SDFFE_PP0P_"
  hold_class: "reg2reg"
floorplanning:
  die_area_sq_um: 263000
  die_w_um: 513
  chipHeight_um: 513
  row_count: 187
  io_pins: 101
  initial_core_util_pct: 30.2
  core_area_sq_um: 259000
route:
  wl_met1_um: 119000
  firstDrtPassIters: 6
  wl_met2_um: 117000
  top_layer_used: "met5"
  wl_um: 260000
  drtIter0Drc: 4761
  ant_nets: 0
  vias_per_cell: 5.51
  num_vias: 76100
  wl_per_cell_um: 18.9
  wl_met3_um: 17000
  drcViolationCount: 0
worst_setup_path:
  arrival_ns: 91.74
  slowest_delay_ns: 0.89
  cp-endpoint: "h[0]$_DFFE_PP_"
  worstSetupStartpoint: "I_total[31]$_SDFFCE_PP0P_"
  r2r_end: "h[0]$_DFFE_PP_"
  reg2regPathDepth: 338
  crit_required_ns: 159.15
  crit_top_cell: "a21oi_1"
  end_kind: "flop"
  slowest_stage: "or4_1"
  startpoint_type: "flop"
  worst-path-max-fanout: 42
  r2r-start: "I_total[31]$_SDFFCE_PP0P_"
  critPathKind: "reg2reg"
  ff2ff_setup_slack_ns: 67.40
layout:
  regArea_sq_um: 8670
  drive_gt1_share_pct: 6.18
  n_fill_cell: 27200
  area_growth_pct: 8.36
  comb_area_sq_um: 66000
grt:
  grt_pass1_wl_um: 408000
  grt_pass1_vias: 71500
  overflow: 0
  grt_usage_pct: 20.0
  antenna_found_initial: 9
  grt_max_degree: 51
place:
  gp_congestion: 0.985
  port_buffers: 52
  preCtsSetupSlack_ns: 69.41
  place_hpwl_um: 210000
pwr:
  power_density_nw_per_um2: 2.16
  cellLeakagePower_nw: 37.4
  peakVddDrop_mv: 0.00908
outcome:
  status: "complete, no violations"
job:
  tool_warnings: 75
  drv_cap: 0
where the power goes:
part / internal [mW] / switching [mW]
Clock: 0.0548 / 0.0423
Combinational: 0.000655 / 0.00112
Sequential: 0.0842 / 0
Total: 0.140 / 0.0435
registers in the layout (all words and copies together) (netlist names):
signal and count:
pready_temp 1, control 8, xcount 16, h 32
ymax 8, k 32, ycount 16, access_state 8
I_Data_temp 8, I_Data 8, xmax 8, op_temp 32
status 8, threshold 8, I_total 32, sum_accum_y 32
calc_state 8, sum_accum_x 32
cell families (layout without fill, tap and decap cells):
| family | Yosys count | count (layout) | share of synthesized area (%) |
|---|---|---|---|
| compound gates | 3039 | 3039 | 25.7 |
| fa+ha+maj | 1403 | 1403 | 24.6 |
| flops | 297 | 297 | 11.1 |
| mux | 190 | 190 | 2.63 |
| simple gates | 3741 | 3741 | 22.7 |
| xor+xnor | 762 | 762 | 8.53 |
| other cells | 0 | 2 | 0 |
| buf+inv | 984 | 969 | 4.77 |
cell usage after synthesis, types with 34 or more instances:
| library cell | instances |
|---|---|
| or2_2 | 80 |
| o31a_1 | 34 |
| o21a_1 | 236 |
| o211ai_1 | 116 |
| fa_1 | 227 |
| nor3_1 | 309 |
| and2_1 | 219 |
| a211oi_1 | 110 |
| nand2_1 | 1129 |
| nand4_1 | 92 |
| o31ai_1 | 90 |
| nand3_1 | 254 |
| xor2_1 | 305 |
| nand2b_1 | 107 |
| a31o_2 | 36 |
| and3_1 | 115 |
| edfxtp_1 | 272 |
| nor2_1 | 943 |
| a21o_1 | 360 |
| mux2_2 | 122 |
| ha_1 | 1176 |
| clkbuf_1 | 299 |
| o22ai_1 | 36 |
| nor4_1 | 57 |
| o21ai_1 | 55 |
| a31oi_1 | 149 |
| a21oi_1 | 769 |
| nor2b_1 | 169 |
| or3_1 | 135 |
| inv_1 | 608 |
| o21ai_0 | 521 |
| o21bai_1 | 72 |
| mux2i_1 | 67 |
| xnor2_1 | 457 |
| buf_1 | 39 |
layout by cell type, fill, tap and decap left out, types with 227 or more instances in the layout:
| cell type | instances |
|---|---|
| o21a_1 | 236 |
| xnor2_1 | 457 |
| o21ai_0 | 521 |
| xor2_1 | 305 |
| edfxtp_1 | 272 |
| a21oi_1 | 767 |
| a21o_1 | 360 |
| nand2_1 | 1129 |
| fa_1 | 227 |
| inv_1 | 589 |
| nand3_1 | 253 |
| nor3_1 | 307 |
| ha_1 | 1176 |
| nor2_1 | 941 |
through the flow:
step	power (mW)	hold WS [ns]	utilization (%)	cell area [sq um]	std cells
finish	0.183	0.352	32.7	84800	13800
global route	0.187	0.358	32.7	84800	13800
CTS	0.185	0.354	32.7	84800	13800
detailed placement	0.0877	0.341	32.2	83500	13700
global placement	0.0877	0.344	32.2	83500	13700
floorplan	0.0866	0.406	-	78300	10400
area by class of cell:
type                            instances  share of cell area [%]
Clock buffer                           42                    1.16
Timing Repair Buffer                  270                    2.54
Clock inverter                         29                   0.444
Tap cell                             3402                    5.02
Multi-Input combinational cell       9135                    77.8
Antenna cell                            2                 0.00590
Inverter                              628                    2.78
Sequential cell                       297                    10.2
worst max-delay path, delay by kind of cell (launching register included):
family	cells	cell delay (ns)
adder cells (fa/ha/maj)	31	10.17
buffers and inverters	54	11.86
AND-OR/OR-AND	169	46.82
multiplexers	7	2.73
flip-flops	1	0.67
AND/OR/NAND/NOR	77	18.58
metal layers:
layer	global-route usage (%)	vias up
li1	-	38000
met1	28.3	35700
met2	32.1	1987
met3	3.25	317
met4	4.47	4
met5	0	-
how the worst min path moves through the flow:
stage | slack, ns | cells after the start | end
4_1_cts | 0.35 | 0 | access_state[3]$_SDFFE_PP0P_
5_1_grt | 0.36 | 0 | access_state[7]$_SDFFE_PP0P_
6_report | 0.35 | 0 | access_state[4]$_SDFFE_PP0P_
Power and IR drop assume default switching activity.
